[run.sh]
#!/bin/bash
# OpenROAD 26Q1-2900-gdf79404cd8, Yosys 0.63+post, stock flow scripts
make -C /OpenROAD-flow-scripts/flow DESIGN_CONFIG=/design/flow/config.mk WORK_HOME=/design/flow/orfs finish
[config.mk]
export PLATFORM = sky130hd
export DESIGN_NAME = alu
export DESIGN_NICKNAME = alu
export VERILOG_FILES = /design/flow/design.v
export SDC_FILE = /design/flow/constraint.sdc
export NUM_CORES = 4
export LEC_CHECK = 1
export CORE_UTILIZATION = 30
[constraint.sdc]
current_design alu

set clk_period 21.2
set clk_io_pct 0.2

create_clock -name clk0 -period $clk_period

set non_clock_inputs [all_inputs -no_clocks]
set_input_delay [expr $clk_period * $clk_io_pct] -clock clk0 $non_clock_inputs
set_output_delay [expr $clk_period * $clk_io_pct] -clock clk0 [all_outputs]
[design.v]
module alu(
    input   [32-1:0]        data_in_1,
    input   [32-1:0]        data_in_2,
    input   [4-1:0]     alu_ctrl,
    output  reg [32-1:0]        alu_result,
    output                          zero
);
wire    [32-1:0]    data_in_2_f;
assign data_in_2_f = ~data_in_2 + 1;
always@(*)
begin
    alu_result = 0;
    case(alu_ctrl)
    4'b0000: alu_result = data_in_1 | data_in_2;
    4'b0001: alu_result = data_in_1 & data_in_2;
    4'b0010: alu_result = data_in_1 + data_in_2;
    4'b0110: alu_result = data_in_1 + data_in_2_f;
    endcase
end
assign zero = &(~alu_result);
endmodule
==> commit_impl_results.txt <==
Add synthesis and place-and-route results

- The run finished with clean final reports.
- The synthesized netlist occupies a cell area of 5137 µm².
- First-pass GRT wire length: between 20 and 30 mm
* Setup crit start kind: primary input
* Worst slew margin relative to its limit: 0.5561
* Die width: 132.9 µm
- The initial utilization of the core area, before any placement, comes to 0.3087.
* Mean instance size in the synthesized netlist: 6.430 µm²
- Yosys reports a chip area of 5137 µm².
- The critical path in this run is classified as in2out.
* Number of remaining DRC errors: 0
* Area used by sequential logic in the layout: 0 µm²
* Power Internal: 66.33 µW
- Filler Cell Count: approximately 1700
- Crit path DRT: 16.96 ns
- Clk_buf instances: 0
- Sequential cells placed in the final layout were counted as 0.
- After its last routability iteration, the placer logged a weighted congestion of 0.9772.
* Post-Place Setup Slack: 7.797 ns
* Most frequently placed logic cell in the final layout: sky130_fd_sc_hd__ha_1
- Unrepaired setup endpoints after global routing: no
* Placement Cell Area: about 6300 µm²
- Top cells excl fill/tap: sky130_fd_sc_hd__ha_1 (104), sky130_fd_sc_hd__clkdlybuf4s50_1 (100), sky130_fd_sc_hd__inv_1 (92)
- The vertical die dimension reported for this design is approximately 130 µm.
- End of the worst hold path: alu_result[24]
* Total number of warnings across the stage logs: roughly 100
- Summed over all layers, the routed wires come to 18.13 mm.
- Synth unique cells: between 60 and 70
- Total I/O pin count: just over 100
- Per Yosys stat, the portion of area used by sequential elements is 0.
* Peak supply drop: 0.01192 mV
- Final period utilization: 0.6334
- Per the detail_route report, inserted antenna diodes total 0.
* Final count of negative-setup-slack endpoints: 0
* HPWL Detailed: 14.60 mm
- Summed over all layers, the global routing overflow is 0.
- In the post-synthesis netlist, the biggest area contributors are sky130_fd_sc_hd__ha_1 (25%), sky130_fd_sc_hd__a21oi_1 (8.3%), sky130_fd_sc_hd__inv_1 (6.7%).
* Share of final-layout standard cells stronger than drive strength 1: 0.02900
- Count of standard-cell rows: 47
* Detailed-route via count: 5888
- The number of hold buffers added after CTS was 0.
- Path category of the worst min-delay check: in2out
- In the post-route analysis, the smallest setup slack over all paths is about 8 ns.
- The synthesis report lists the Yosys warning total as 1.
- The number of gates resized after CTS was 0.
* Crit-path max FO: about 67
- Top-area cell share: 0.2533
- Counting I/O delays and the setup requirement, the final critical path takes 13.43 ns.
* Clock power share: 0
- Number of port buffers: 101
- Cell accounting for the most synthesized area: sky130_fd_sc_hd__ha_1
- Total Power: 155.9 µW
- Post-CTS setup buffer count: 0
* Hold Violations, Final: 0
- The first TritonRoute pass finished after 6 iterations.
- The script computed the net switching share of total power as 0.5746.
- Total power normalized to cell area comes to 24.83 nW/µm².
* Via/cell ratio: 5.442
* Maxcap violations: 0
- Detailed router's first-iteration violation count: between 500 and 600
- The share of total power dissipated in sequential elements is 0.
- Total die size: about 18000 µm²
- After synthesis, the design contains 799 cells according to Yosys.
* Static leakage: approximately 0.0028 µW
- The number of cells on the worst hold path is listed as 5.
- Critical hold path startpoint: alu_ctrl[0]
* Post-detailed-route count of antenna-violating nets: 0
- The number of global-route vias before repair came to ~5500.
* Maximum number of pins on one net before global-route repair: about 68
- For the pin with the worst max-slew slack, the measured transition is 0.6490 ns.
* Pins over their slew limit: 0
- The share of total power dissipated in combinational logic is 1.000.
- Placeable core region: 16640 µm²
- Once layout is done, the placed cells without fillers occupy 6280 µm².
* Maximum clock frequency: about 74 MHz
* Critical path endpoint category: output port
- The initial antenna violation count came to 0.
- Data arrival at the endpoint of the critical path: 9.19 ns
- The switching component of the power was reported as 89.60 µW.
* Total track usage: 0.2048
- Post-detailed-route wirelength per cell: ~17 µm
- Per the run report, area growth between synthesis and finish was 22.24%.
- Total Negative Setup Slacks: 0 ns
- Post-Syn Instances: 799
## metal layers
| layer | up-vias | track usage | share of wire |
|---|---|---|---|
| met1 | 2616 | 0.3089 | 0.48 |
| li1 | 2985 | - | - |
| met2 | 265 | 0.3121 | 0.43 |
| met4 | 0 | 0.02554 | 0.015 |
| met3 | 22 | 0.03281 | 0.080 |
| met5 | - | 0 | 0 |
## power by group through the flow
| stage | sequential [µW] | clock, µW | combinational (µW) |
|---|---|---|---|
| after global routing | 0 | 0 | 172 |
| after CTS | 0 | 0 | 154 |
| final | 0 | 0 | 156 |
## area by class of cell
cell class	count	area, µm²	share of cell area
well taps	220	275.3	0.04383
inverters	93	349.1	0.05559
repair buffers	109	1066	0.1698
multi-input cells	660	4589	0.7308
## synthesized netlist by cell type, types with 8 or more instances
cell type,count
sky130_fd_sc_hd__o31ai_1,8
sky130_fd_sc_hd__a211oi_1,12
sky130_fd_sc_hd__nor2_1,89
sky130_fd_sc_hd__o22ai_1,18
sky130_fd_sc_hd__mux2i_1,8
sky130_fd_sc_hd__nor4_1,12
sky130_fd_sc_hd__xnor2_1,19
sky130_fd_sc_hd__inv_1,92
sky130_fd_sc_hd__a21oi_1,85
sky130_fd_sc_hd__clkbuf_1,36
sky130_fd_sc_hd__nor2b_1,11
sky130_fd_sc_hd__nand4_1,9
sky130_fd_sc_hd__o21ai_0,48
sky130_fd_sc_hd__nand2_1,59
sky130_fd_sc_hd__ha_1,104
sky130_fd_sc_hd__a31oi_1,9
sky130_fd_sc_hd__nand3_1,19
sky130_fd_sc_hd__nor3_1,14
## worst max-delay path, stage by stage
cell and delay, ns:
sky130_fd_sc_hd__buf_2 0.08, sky130_fd_sc_hd__buf_4 0.52, sky130_fd_sc_hd__nor2_1 0.13, sky130_fd_sc_hd__nand2_1 0.49, sky130_fd_sc_hd__buf_4 0.36, sky130_fd_sc_hd__o22ai_1 0.13, sky130_fd_sc_hd__or4_1 0.57, sky130_fd_sc_hd__a2111o_1 0.30
sky130_fd_sc_hd__or4_1 0.48, sky130_fd_sc_hd__or4_1 0.51, sky130_fd_sc_hd__nor4_1 0.51, sky130_fd_sc_hd__and4b_1 0.26, sky130_fd_sc_hd__and3_1 0.15, sky130_fd_sc_hd__clkdlybuf4s50_1 0.46
## cells by family (layout without fill, tap and decap cells)
| group | Yosys count | count (layout) | synth area share |
|---|---|---|---|
| mux | 10 | 10 | 0.01997 |
| fa+ha+maj | 106 | 106 | 0.2611 |
| simple gates | 255 | 255 | 0.2389 |
| compound gates | 268 | 268 | 0.3376 |
| buf+inv | 139 | 202 | 0.1067 |
| xor+xnor | 21 | 21 | 0.03580 |
## through the flow
| stage | std cells | util | hold slack, ns |
|---|---|---|---|
| 6_report | 1082 | 0.3773 | 9.634 |
| 5_1_grt | 1082 | 0.3773 | 9.708 |
| 4_1_cts | 1082 | 0.3773 | 9.644 |
| 3_5_place_dp | 1082 | 0.3773 | 9.642 |
| 3_3_place_gp | 1082 | 0.3773 | 9.637 |
| 2_1_floorplan | 799 | - | 8.623 |
## worst max-delay path by stage
stage	startpoint	endpoint	slack, ns	cells after the start
global route	alu_ctrl[0]	zero	7.51	14
CTS	alu_ctrl[0]	zero	7.77	14
finish	alu_ctrl[0]	zero	7.77	14
No activity file was given, so power comes from the tool's default toggle rates.
