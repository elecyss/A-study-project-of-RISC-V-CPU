==> flow/design.v <==
module add_shift(
    input   [32-1:0]        pc_o,
    input   [32-1:0]        imm_gen,
    output  [32-1:0]        pc_shift
);
wire    [32-1:0]        imm_shift;
assign imm_shift = imm_gen << 2;
assign pc_shift = pc_o + imm_shift;
endmodule
==> flow/run.sh <==
#!/bin/bash
# OpenROAD 26Q1-2900-gdf79404cd8, Yosys 0.63+post, stock flow scripts
make -C /OpenROAD-flow-scripts/flow DESIGN_CONFIG=/design/flow/config.mk WORK_HOME=/design/flow/orfs finish
==> flow/config.mk <==
export PLATFORM = sky130hd
export DESIGN_NAME = add_shift
export DESIGN_NICKNAME = add_shift
export VERILOG_FILES = /design/flow/design.v
export SDC_FILE = /design/flow/constraint.sdc
export NUM_CORES = 4
export LEC_CHECK = 1
export CORE_AREA = 10 10 105 105
export DIE_AREA = 0 0 115 115
==> flow/constraint.sdc <==
current_design add_shift

set clk_period 15.0
set clk_io_pct 0.2

create_clock -name clk0 -period $clk_period

set non_clock_inputs [all_inputs -no_clocks]
set_input_delay [expr $clk_period * $clk_io_pct] -clock clk0 $non_clock_inputs
set_output_delay [expr $clk_period * $clk_io_pct] -clock clk0 [all_outputs]
==> impl_metrics.env <==
# implementation run metrics
export IMPL_cts_resized=0
export IMPL_synth_warnings=0
export IMPL_worst_ep_arrival_time_ps=6150
export IMPL_synthesis_area_mm2=0.00176
export IMPL_count_of_tool_warnings=34
export IMPL_final_tns_setup_ps=0
export IMPL_finalCritPeriodShare_pct=61.0
export IMPL_met3_usage_pct=2.32
export IMPL_worst_pin_slew_ps=356
export IMPL_vdd_drop_max_mv=0.0139
export IMPL_global_route_usage_met1_pct=11.6
export IMPL_floorplanUtilization_pct=20.1
export IMPL_grt_pass1_vias=2020
export IMPL_floorplan_rows=34
export IMPL_grt_max_degree=10
export IMPL_ys_seq_share_pct=0
export IMPL_wl_per_cell_um=14.1
export IMPL_post_synth_num_cell_types=52
export IMPL_number_of_antenna_violations_at_the_first_check_in_global_routing=0
export IMPL_wire_length_of_the_first_global_routing_pass_mm=9.57
export IMPL_holdCritPathClass="input pin to output port"
export IMPL_drt_first_iter_violations=54
export IMPL_antenna_left=0
export IMPL_slew_viol_final=0
export IMPL_post_cts_hold_buffer_count=0
export IMPL_yosys_stat_area_mm2=0.00176
export IMPL_syn_mean_instance_area_um2=7.44
export IMPL_power_density_cell_area_mw_per_mm2=46.1
export IMPL_grtUsageMet2_pct=13.7
export IMPL_final_clkbuf_count=0
export IMPL_finalSetupViolations=0
export IMPL_ys_cells=237
export IMPL_whs_endpoint="pc_shift[1]"
export IMPL_die_x_um=115
export IMPL_post_drt_via_cell_ratio=4.70
export IMPL_period_minus_slack_ps=9150
export IMPL_dp_cells=421
export IMPL_worst_hold_startpoint="pc_o[1]"
export IMPL_timing_hold_violations_final=0
export IMPL_drt_pre_antenna_iters=4
export IMPL_static_leakage_power_nw=1.11
export IMPL_vias_after_detailed_routing=1979
export IMPL_worst_setup_path_type="input pin to output port"
export IMPL_post_route_cells_drive_above_1_share_pct=5.75
export IMPL_area_enclosed_by_the_die_boundary_mm2=0.0132
export IMPL_finalWeightedCongestion=0.795
export IMPL_fmax_mhz=109
export IMPL_count_of_unresolved_drc_violations_after_routing=0
export IMPL_cp_data_required_time_ps=12000
export IMPL_area_combinational_mm2=0.00164
export IMPL_route_final_wire_length_mm=5.95
export IMPL_die_size_y_um=115
export IMPL_design_core_area_mm2=0.00876
export IMPL_post_synth_inst_count=237
export IMPL_outcome="finished clean"
export IMPL_detailedPlacementHpwl_mm=5.34
export IMPL_crit_path_start_kind="input pin"
export IMPL_rsz_0062_raised_after_global_routing="no"
export IMPL_grt_overflow_total=0
export IMPL_post_layout_nonfiller_instances=421
export IMPL_ff_count=0
export IMPL_antenna_cells_inserted=0
export IMPL_path_max_fanout=4
export IMPL_ioPinCount=96
export IMPL_flow_area_growth_from_synthesis_pct=54.3
export IMPL_cap_violations=0
export IMPL_gr_usage_all_layers_pct=8.43
export IMPL_num_fill_cells=942
export IMPL_end_kind="output port"
export IMPL_busiest_layer="met2"
export IMPL_placement_io_buffers=90
export IMPL_buffer_count_from_post_cts_setup_fixing=0
export IMPL_worstHoldPathCells=0
export IMPL_relSlewSlack_pct=75.7
export IMPL_sequential_cell_area_um2=0
-- worst max-delay path, cell delays in order --
cell and delay [ps]:
clkdlybuf4s50_1 460, ha_1 160, inv_1 50, fa_1 400, nor2b_1 180, o2111ai_1 170, and3_4 250, o311ai_4 370
a31oi_1 220, o21ai_1 230, xor2_1 170, clkdlybuf4s50_1 490
-- cell type report --
cell class / instances / area share [%]
Multi-Input combinational cell: 211 / 60.3
Inverter: 12 / 1.66
Timing Repair Buffer: 90 / 33.1
Tap cell: 108 / 4.97
-- metrics by stage --
step	hold WS (ps)	setup slack, ps	area [µm²]	power [mW]	utilization, %
global placement	6000	5840	2720	0.127	31.1
detailed placement	6000	5850	2720	0.127	31.1
global route	6000	5640	2720	0.139	31.1
finish	6000	5850	2720	0.125	31.1
CTS	6000	5820	2720	0.128	31.1
floorplan	6070	7210	1760	0.0631	-
-- power breakdown --
part           internal [mW]  switching (mW)  leakage, nW
logic                 0.0741          0.0514         1.11
clock network              0               0            0
registers                  0               0            0
-- cell usage in the layout, fill, tap and decap left out, types with 7 or more instances in the layout --
| master | count |
|---|---|
| ha_1 | 29 |
| a21oi_1 | 23 |
| nand3_1 | 7 |
| a21o_1 | 15 |
| nand2_1 | 19 |
| xnor2_1 | 19 |
| clkdlybuf4s50_1 | 90 |
| xor2_1 | 8 |
| nor2_1 | 15 |
| o21ai_0 | 10 |
| inv_1 | 12 |
-- synthesized netlist by cell type (2+ instances only) --
| library cell | n | area [µm²] |
|---|---|---|
| ha_1 | 29 | 363 |
| a21oi_1 | 23 | 115 |
| nand2_1 | 19 | 71.3 |
| xnor2_1 | 19 | 166 |
| a21o_1 | 15 | 113 |
| nor2_1 | 15 | 56.3 |
| inv_1 | 12 | 45.0 |
| o21ai_0 | 10 | 50.1 |
| xor2_1 | 8 | 70.1 |
| clkbuf_1 | 7 | 26.3 |
| nand3_1 | 7 | 35.0 |
| nand4_1 | 6 | 37.5 |
| nor3_1 | 6 | 30.0 |
| a31oi_1 | 4 | 25.0 |
| o21ai_1 | 4 | 20.0 |
| o21bai_1 | 4 | 30.0 |
| buf_2 | 3 | 15.0 |
| nor2b_1 | 3 | 18.8 |
| o21a_1 | 3 | 22.5 |
| a21oi_2 | 2 | 17.5 |
| a311oi_1 | 2 | 17.5 |
| buf_4 | 2 | 15.0 |
| buf_6 | 2 | 22.5 |
| nand2b_1 | 2 | 12.5 |
| o21ai_2 | 2 | 17.5 |
| o311ai_4 | 2 | 52.6 |
-- per-layer routing --
layer,vias up,part of all wire [%]
li1,1030,-
met1,884,47
met2,65,44
met3,0,8.5
met4,0,0
met5,-,0
-- cell families (layout without fill, tap and decap cells) --
family | count (synthesis) | in the layout | share of synthesized area (%)
AND-OR/OR-AND | 89 | 89 | 39.7
XOR/XNOR | 27 | 27 | 13.4
adder cells (fa/ha/maj) | 30 | 30 | 21.7
buffers and inverters | 26 | 102 | 7.02
AND/OR/NAND/NOR | 65 | 65 | 18.2
-- how the worst max path moves through the flow --
stage	from	end	slack, ps	cells past startpoint
CTS	pc_o[2]	pc_shift[28]	5820	12
finish	pc_o[2]	pc_shift[28]	5850	12
global route	pc_o[2]	pc_shift[28]	5640	12
No activity file was given, so power comes from the tool's default toggle rates.
