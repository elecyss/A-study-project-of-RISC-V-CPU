<file path="config.mk">
export PLATFORM = sky130hd
export DESIGN_NAME = pc_shift_add
export DESIGN_NICKNAME = pc_shift_add
export VERILOG_FILES = /design/flow/design.v
export SDC_FILE = /design/flow/constraint.sdc
export NUM_CORES = 4
export LEC_CHECK = 1
export CORE_AREA = 10 10 93 93
export DIE_AREA = 0 0 103 103
</file>
<file path="constraint.sdc">
current_design pc_shift_add

set clk_period 23.7
set clk_io_pct 0.2

create_clock -name clk0 -period $clk_period

set non_clock_inputs [all_inputs -no_clocks]
set_input_delay [expr $clk_period * $clk_io_pct] -clock clk0 $non_clock_inputs
set_output_delay [expr $clk_period * $clk_io_pct] -clock clk0 [all_outputs]
</file>
<file path="design.v">
module pc_shift_add(
    input   [32-1:0]        imm,
    input   [32-1:0]        pc_o,
    output  [32-1:0]        pc_shift
);
wire [32-1:0]   imm_shift;
assign imm_shift = imm << 1;
assign pc_shift = imm_shift + pc_o;
endmodule
</file>
<file path="run.sh">
#!/bin/bash
# OpenROAD 26Q1-2900-gdf79404cd8, Yosys 0.63+post, stock flow scripts
make -C /OpenROAD-flow-scripts/flow DESIGN_CONFIG=/design/flow/config.mk WORK_HOME=/design/flow/orfs finish
</file>
==> results.cfg <==
; flow metrics
[run_status]
status = finished, final reports clean

[logic_synthesis]
ys_area_sq_mm = 0.001876
syn_inst = 277
aoi_share_pct = 35.49
ys_cells = 277
mux_share_pct = 0
synth_xor_xnor_area_share_pct = 11.21
avgSynthCellArea_sq_um = 6.771
synth_warnings = 0
simple_gate_area_share_pct = 27.55
synth.distinct_cells = 60
topCombFamilyByArea = AND-OR/OR-AND gates
synth-seq-area-share_pct = 0
mappedNetlistArea_sq_mm = 0.001876
adder_share_pct = 21.08

[floorplan]
fp_util_pct = 27.76
core.rowCount = 30
die_area_sq_mm = 0.01061
die_w_microns = 103
ios = 96
core_sq_mm = 0.006756
dieHeight_microns = 103

[timing]
finalSetupViolations = 0
max_freq_mhz = 80.74
hold_slack_ps = 9480
fin_setup_tns_ps = 0
min_period_over_period_pct = 52.26
tightestPinTransition_ps = 621.9
rsz0062_at_grt = false
final_hold_viol_count = 0
relSlewSlack_pct = 58.00
setup_ws_ps = 11310
period_minus_slack_ps = 12390
final_max_slew_viol_count = 0

[setup_path]
critPathTopFamily = buffers and inverters
cp_slowest_cell = clkdlybuf4s50_1
cp-start-kind = input port
worstSetupPathType = input port to output port
critPathBufInv = 2
slowest_delay_ps = 490
worst_path_most_repeated_cell = clkdlybuf4s50_1
crit_chain = clkdlybuf4s50_1 -> ha_1 -> fa_1 -> a21o_2 -> a31oi_2 -> or4b_4 -> a31oi_4 -> or4_1 -> nand3_1 -> clkdlybuf4s50_1
cp.required_ps = 18960
end_kind = output port
critPathArrivalTime_ps = 7650
crit_fanout = 5

[grt]
grt_pass1_vias = 2252
grt.overflow.total = 0
grt_start_max_net_pins = 12
grtUsageTotal_pct = 11.82
antenna_found_initial = 0
grt_pass1_wl_mm = 10.52

[route]
totalWireLength_mm = 6.502
drt_iter0_markers = 157
detail_route.wl_per_cell_microns = 14.88
drc_errors = 0
viasPerCell = 5.286
vias = 2310
first_pass_iters = 4
n_antenna_cell = 0
drtAntennaViolNets = 0

[placed_design]
dp_slack_ps = 11310
dp_hpwl_mm = 5.754
port_buffers = 93
place_congestion = 0.9053
placed_cell_area_sq_mm = 0.002841

[cells_and_area]
drive_gt1_share_pct = 3.361
final_area_sq_mm = 0.002841
nClkBuffers = 0
fillers = 702
area_growth_pct = 51.50
n_sequential_cell = 0
logic_area_sq_mm = 0.001788
layout.area.seq_sq_um = 0

[clock_tree]
post_cts_buffers = 0
cts_repair_resize_count = 0
hold_buffers = 0

[pwr]
power_frac_comb_pct = 100.0
intPower_uw = 47.97
seqPwrFrac_pct = 0
power_leakage_uw = 0.001109
swShare_pct = 41.97
clkPwrFrac_pct = 0
peakVddDrop_uv = 8.894
switchingPower_uw = 34.70
powerDensity_mw_per_mm2 = 29.09

[job]
warning_count = 33
drv_cap = 0

[worst_hold_path]
hold_path.class = input port to output port
[synth_stat cells, drive strengths merged, types with 2 or more instances]
master   instances  share of area [%]
buf              4                1.7
clkbuf           9                1.8
a31oi            7                3.5
nor2b            3                1.0
nand3           13                3.7
a31o             2               0.93
o21a             2               0.80
xor2             7                3.3
nor2            27                5.4
o41ai            2               0.93
nand2           29                5.8
xnor2           17                7.9
o211ai           2               0.80
and4             2               0.93
a21o             9                3.7
nand4            6                2.0
nor3             9                2.4
a211oi           5                2.3
a21oi           33                9.0
o2111ai          2               0.93
inv              6                1.2
o21bai           2               0.80
o21ai           19                5.3
and3             3                1.3
ha              30                 20
a2111oi          2                1.0
or4              2               0.80
nor4             4                1.7
[metrics by stage]
step	power [uW]	util, %	cells
after floorplan	41.24	-	277
after global placement	83.47	42.06	437
after detailed placement	83.45	42.06	437
after CTS	83.92	42.06	437
after global routing	91.76	42.06	437
final	82.67	42.06	437
[power groups by stage]
stage | logic, uW | clock network [uW] | registers, uW
6_report | 82.7 | 0 | 0
4_1_cts | 83.9 | 0 | 0
5_1_grt | 91.8 | 0 | 0
[metal layers]
layer / up-vias / global-route usage [%] / wire [microns]
li1: 1209 / - / -
met1: 1020 / 15.64 / 2806
met2: 79 / 20.23 / 3089
met3: 2 / 2.437 / 572
met4: 0 / 0.5348 / 34
met5: - / 0 / 0
[area by class of cell]
| cell class | instances | area share, % |
|---|---|---|
| Multi-Input combinational cell | 258 | 62.92 |
| Timing Repair Buffer | 93 | 32.76 |
| Tap cell | 80 | 3.523 |
| Inverter | 6 | 0.7926 |
[worst paths after layout]
path                     from            to  cells after the start
worst max-delay path   imm[0]  pc_shift[31]                     10
worst min-delay path  pc_o[0]   pc_shift[0]                      0
[cell usage in the layout (no fill, tap or decap), drive strengths merged, types with 2 or more instances in the layout]
cell type and instances:
nand2 29, a2111oi 2, ha 30, clkdlybuf4s50 93, a31o 2, xor2 7
o41ai 2, o21a 2, a211oi 5, a21o 9, nand4 6, xnor2 17
nor4 4, o2111ai 2, nor2b 3, and3 3, a21oi 33, nor3 9
o21ai 19, or4 2, o211ai 2, nor2 27, nand3 13, and4 2
a31oi 7, o21bai 2, inv 6
[logic make-up (layout without fill, tap and decap cells)]
kind of cell,count (synthesis),after routing
compound gates,99,99
xor+xnor,24,24
fa+ha+maj,31,31
buf+inv,19,99
simple gates,104,104
Power figures rest on the tool's default switching activity, not on a simulated workload.
